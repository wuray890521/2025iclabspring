==> ./design.v <==
module MAZE(
    input clk,
    input rst_n,
	input in_valid,
	input [1:0] in,
    output reg out_valid,
    output reg [1:0] out
);
reg [1:0] in_d;
reg [4:0] cur_X,cur_Y;
reg [4:0] last_X,last_Y;
reg flag_sword;
reg [1:0] last_move;  
reg [1:0] c_s, n_s;
reg [1:0] Map [1:17] [1:17];
integer i,j,k;
parameter S_IDLE    = 3'd0;
parameter S_LOAD  = 3'd1;  
parameter S_WALK    = 3'd2;  
always @(posedge clk or negedge rst_n)begin
      if (!rst_n)
          c_s <= S_IDLE;
      else
          c_s <= n_s;
end
always @(*)begin
      case (c_s)
          S_IDLE:
            begin
                if (in_valid)
                    n_s = S_LOAD;
                else
                    n_s = S_IDLE;
            end                    
          S_LOAD:
            begin
                if (!in_valid)
                    n_s = S_WALK;
                else
                    n_s = S_LOAD;
            end    
          S_WALK:
            begin
                if(cur_X==17 && cur_Y==17)
                    n_s = S_IDLE;
                else
                    n_s = S_WALK;
            end    
          default:
              n_s = S_IDLE;
      endcase
end
always @(posedge clk or negedge rst_n) begin
    if (!rst_n) begin
      in_d <= 0;
    end
    else begin
      in_d <= in;
    end
end
always@(posedge clk or negedge rst_n)begin
  if(!rst_n) begin
    cur_X <= 1;
    cur_Y <= 1;
    last_move <= 0;
    flag_sword <= 0;
  end
  else if(c_s==S_LOAD && in_valid==0 && Map[1][2]==2) flag_sword <= 1;
  else if(cur_X==17 && cur_Y==17)begin
    cur_X <= 1;
    cur_Y <= 1;
    flag_sword <= 0;
    last_move <= 0;
  end
  else if(c_s==S_WALK)begin
    case(last_move)
      0:begin  
        if(Map[cur_Y+1][cur_X]==0 && (cur_Y<17))begin
          cur_Y <= cur_Y+1;
          cur_X <= cur_X;
          last_move <= 1;
        end
        else if(Map[cur_Y+1][cur_X]==2 && (cur_Y<17))begin
          flag_sword <= 1;
          cur_Y <= cur_Y+1;
          cur_X <= cur_X; 
          last_move <= 1;         
        end
        else if(Map[cur_Y+1][cur_X]==3 && flag_sword && (cur_Y<17))begin
          cur_Y <= cur_Y+1;
          cur_X <= cur_X;          
          last_move <= 1; 
        end
        else if(Map[cur_Y][cur_X+1]==0 && (cur_X<17))begin
          cur_Y <= cur_Y;
          cur_X <= cur_X+1;
          last_move <= 0; 
        end
        else if(Map[cur_Y][cur_X+1]==2 && (cur_X<17))begin
          flag_sword <= 1;            
          cur_Y <= cur_Y;
          cur_X <= cur_X+1;
          last_move <= 0;
        end    
        else if(Map[cur_Y][cur_X+1]==3 && flag_sword && (cur_X<17))begin
          cur_Y <= cur_Y;
          cur_X <= cur_X+1;
          last_move <= 0;
        end    
        else if(Map[cur_Y-1][cur_X]==0 && (cur_Y>1))begin
          cur_Y <= cur_Y-1;
          cur_X <= cur_X;
          last_move <= 3;
        end
        else if(Map[cur_Y-1][cur_X]==2 && (cur_Y>1))begin
          flag_sword <= 1;
          cur_Y <= cur_Y-1;
          cur_X <= cur_X;  
          last_move <= 3;
        end   
        else if(Map[cur_Y-1][cur_X]==3 && flag_sword && (cur_Y>1))begin
          cur_Y <= cur_Y-1;
          cur_X <= cur_X;
          last_move <= 3;
        end                 
        else begin
          cur_X <= cur_X-1;
          cur_Y <= cur_Y;
          last_move <= 2;
        end
      end
      1:begin
        if(Map[cur_Y][cur_X-1]==0 && (cur_X>1))begin
          cur_Y <= cur_Y;
          cur_X <= cur_X-1;
          last_move <= 2;
        end
        else if(Map[cur_Y][cur_X-1]==2 && (cur_X>1))begin
          flag_sword <= 1;
          cur_Y <= cur_Y;
          cur_X <= cur_X-1;  
          last_move <= 2;
        end   
        else if(Map[cur_Y][cur_X-1]==3 && flag_sword && (cur_X>1))begin
          cur_Y <= cur_Y;
          cur_X <= cur_X-1;
          last_move <= 2;
        end         
        else if(Map[cur_Y+1][cur_X]==0 && (cur_Y<17))begin
          cur_Y <= cur_Y+1;
          cur_X <= cur_X;
          last_move <= 1;
        end
        else if(Map[cur_Y+1][cur_X]==2 && (cur_Y<17))begin
          flag_sword <= 1;
          cur_Y <= cur_Y+1;
          cur_X <= cur_X; 
          last_move <= 1;         
        end
        else if(Map[cur_Y+1][cur_X]==3 && flag_sword && (cur_Y<17))begin
          cur_Y <= cur_Y+1;
          cur_X <= cur_X;          
          last_move <= 1; 
        end
        else if(Map[cur_Y][cur_X+1]==0 && (cur_X<17))begin
          cur_Y <= cur_Y;
          cur_X <= cur_X+1;
          last_move <= 0; 
        end
        else if(Map[cur_Y][cur_X+1]==2 && (cur_X<17))begin
          flag_sword <= 1;            
          cur_Y <= cur_Y;
          cur_X <= cur_X+1;
          last_move <= 0;
        end    
        else if(Map[cur_Y][cur_X+1]==3 && flag_sword && (cur_X<17))begin
          cur_Y <= cur_Y;
          cur_X <= cur_X+1;
          last_move <= 0;
        end            
        else begin
          cur_X <= cur_X;
          cur_Y <= cur_Y-1;
          last_move <= 3;
        end      
      end
      2:begin  
        if(Map[cur_Y-1][cur_X]==0 && (cur_Y>1))begin
          cur_Y <= cur_Y-1;
          cur_X <= cur_X;
          last_move <= 3;
        end
        else if(Map[cur_Y-1][cur_X]==2 && (cur_Y>1))begin
          flag_sword <= 1;
          cur_Y <= cur_Y-1;
          cur_X <= cur_X;  
          last_move <= 3;
        end   
        else if(Map[cur_Y-1][cur_X]==3 && flag_sword && (cur_Y>1))begin
          cur_Y <= cur_Y-1;
          cur_X <= cur_X;
          last_move <= 3;
        end
        else if(Map[cur_Y][cur_X-1]==0 && (cur_X>1))begin
          cur_Y <= cur_Y;
          cur_X <= cur_X-1;
          last_move <= 2; 
        end
        else if(Map[cur_Y][cur_X-1]==2 && (cur_X>1))begin
          flag_sword <= 1;            
          cur_Y <= cur_Y;
          cur_X <= cur_X-1;
          last_move <= 2;
        end    
        else if(Map[cur_Y][cur_X-1]==3 && flag_sword && (cur_X>1))begin
          cur_Y <= cur_Y;
          cur_X <= cur_X-1;
          last_move <= 2;
        end    
        else if(Map[cur_Y+1][cur_X]==0 && (cur_Y<17))begin
          cur_Y <= cur_Y+1;
          cur_X <= cur_X;
          last_move <= 1;
        end
        else if(Map[cur_Y+1][cur_X]==2 && (cur_Y<17))begin
          flag_sword <= 1;
          cur_Y <= cur_Y+1;
          cur_X <= cur_X; 
          last_move <= 1;         
        end
        else if(Map[cur_Y+1][cur_X]==3 && flag_sword && (cur_Y<17))begin
          cur_Y <= cur_Y+1;
          cur_X <= cur_X;          
          last_move <= 1; 
        end
        else begin
          cur_X <= cur_X+1;
          cur_Y <= cur_Y;
          last_move <= 0;
        end      
      end
      3:begin  
        if(Map[cur_Y][cur_X+1]==0 && (cur_X<17))begin
          cur_Y <= cur_Y;
          cur_X <= cur_X+1;
          last_move <= 0; 
        end
        else if(Map[cur_Y][cur_X+1]==2 && (cur_X<17))begin
          flag_sword <= 1;            
          cur_Y <= cur_Y;
          cur_X <= cur_X+1;
          last_move <= 0;
        end    
        else if(Map[cur_Y][cur_X+1]==3 && flag_sword && (cur_X<17))begin
          cur_Y <= cur_Y;
          cur_X <= cur_X+1;
          last_move <= 0;
        end    
        else if(Map[cur_Y-1][cur_X]==0 && (cur_Y>1))begin
          cur_Y <= cur_Y-1;
          cur_X <= cur_X;
          last_move <= 3;
        end
        else if(Map[cur_Y-1][cur_X]==2 && (cur_Y>1))begin
          flag_sword <= 1;
          cur_Y <= cur_Y-1;
          cur_X <= cur_X;  
          last_move <= 3;
        end   
        else if(Map[cur_Y-1][cur_X]==3 && flag_sword && (cur_Y>1))begin
          cur_Y <= cur_Y-1;
          cur_X <= cur_X;
          last_move <= 3;
        end           
        else if(Map[cur_Y][cur_X-1]==0 && (cur_X>1))begin
          cur_Y <= cur_Y;
          cur_X <= cur_X-1;
          last_move <= 2;
        end
        else if(Map[cur_Y][cur_X-1]==2 && (cur_X>1))begin
          flag_sword <= 1;
          cur_Y <= cur_Y;
          cur_X <= cur_X-1; 
          last_move <= 2;         
        end
        else if(Map[cur_Y][cur_X-1]==3 && flag_sword && (cur_X>1))begin
          cur_Y <= cur_Y;
          cur_X <= cur_X-1;          
          last_move <= 2; 
        end              
        else begin
          cur_X <= cur_X;
          cur_Y <= cur_Y+1;
          last_move <= 1;
        end      
      end
    endcase
  end
  else begin
    cur_X <= cur_X;
    cur_Y <= cur_Y;
    flag_sword <= flag_sword;
    last_move <= last_move;
  end
end
always@(posedge clk or negedge rst_n)begin
  if(~rst_n)begin
    for ( i=1 ; i<18; i=i+1 ) begin
      for ( j=1 ; j<18; j=j+1 ) begin
        Map[i][j] <= 0;
      end    
    end
  end  
  else if(c_s == S_LOAD)begin
    Map[17][17] <= in_d;
    for ( i=1 ; i<18; i=i+1 ) begin
      for ( j=1 ; j<17; j=j+1 ) begin
        Map[i][j] <= Map[i][j+1];
      end    
    end 
    for ( k=1 ; k<17; k=k+1 ) begin
      Map[k][17] <= Map[k+1][1];
    end  
  end
  else if(c_s==S_WALK)begin
    if     (Map[cur_Y-1][cur_X]==1 && Map[cur_Y][cur_X+1]==1 && Map[cur_Y+1][cur_X]==1) Map[cur_Y][cur_X] <= 1;
    else if(Map[cur_Y][cur_X+1]==1 && Map[cur_Y+1][cur_X]==1 && Map[cur_Y][cur_X-1]==1) Map[cur_Y][cur_X] <= 1;
    else if(Map[cur_Y-1][cur_X]==1 && Map[cur_Y][cur_X+1]==1 && Map[cur_Y][cur_X-1]==1) Map[cur_Y][cur_X] <= 1;
    else if(Map[cur_Y-1][cur_X]==1 && Map[cur_Y+1][cur_X]==1 && Map[cur_Y][cur_X-1]==1) Map[cur_Y][cur_X] <= 1;
    else Map[cur_Y][cur_X] <= Map[cur_Y][cur_X];
  end
  else begin
    for ( i=1 ; i<18; i=i+1 ) begin
      for ( j=1 ; j<18; j=j+1 ) begin
        Map[i][j] <= Map[i][j];
      end    
    end
  end
end
always @(posedge clk or negedge rst_n) begin
    if (!rst_n)           out_valid <= 0;
    else if(n_s==S_IDLE) out_valid <= 0;
    else if(c_s==S_WALK) out_valid <= 1;
    else                  out_valid <= 0;
end
always @(*) begin
  out = last_move;
end
endmodule
==> ./run.sh <==
#!/bin/bash
# OpenROAD 26Q1-2900-gdf79404cd8, Yosys 0.63+post, stock flow scripts
make -C /OpenROAD-flow-scripts/flow DESIGN_CONFIG=/design/flow/config.mk WORK_HOME=/design/flow/orfs finish
==> ./config.mk <==
export PLATFORM = sky130hd
export DESIGN_NAME = MAZE
export DESIGN_NICKNAME = MAZE
export VERILOG_FILES = /design/flow/design.v
export SDC_FILE = /design/flow/constraint.sdc
export NUM_CORES = 4
export LEC_CHECK = 1
export CORE_UTILIZATION = 40
==> ./constraint.sdc <==
current_design MAZE

set clk_period 116.7
set clk_io_pct 0.2

create_clock -name clk0 -period $clk_period [get_ports {clk}]

set non_clock_inputs [all_inputs -no_clocks]
set_input_delay [expr $clk_period * $clk_io_pct] -clock clk0 $non_clock_inputs
set_output_delay [expr $clk_period * $clk_io_pct] -clock clk0 [all_outputs]
==> results_slide.txt <==
Run Summary

Placement
  – Cell count after placement: 12,300
  – RePlAce Congestion: 1.80
  – Placed wire-length estimate after detailed placement: 630,000 microns
  – Worst-case setup slack after placement: 90,200 ps
  – Total of buffers placed on input and output ports: 7

Yosys
  – Most common cell in the netlist: nand2_1
  – Synthesized registers: 597
  – Mean instance size in the synthesized netlist: 7.06 sq um
  – Chip area line of the yosys report: 69,800 sq um
  – Post-synthesis cell area: 69,800 sq um
  – XOR-XNOR Cells, Area Fraction: 0.0101
  – Area leader, netlist: dfrtp_1
  – Simple-Gate Fraction of Synth Area: 0.241
  – Post-synthesis share of cell area spent on and-or and or-and gates: 0.380
  – Leading cell types by total area after synthesis: dfrtp_1, nand2_1, mux2i_1, a22oi_1, o21ai_0
  – Largest non-sequential cell family by area: AND-OR/OR-AND gates
  – Top area contributor share: 0.213
  – Number of cells in the yosys synthesis report: 9,896
  – Primary FF master, synth: dfrtp_1
  – Asr flop ratio synth: 1.00
  – Commonest cells in the netlist: nand2_1, clkbuf_1, nor2_1
  – Area fraction in full adders, half adders and majority gates: 0.0202
  – Mux cell area share: 0.0594
  – Yosys warnings: 2
  – Unique masters post-synth: 109
  – Post-Synthesis Cells: 9,896
  – Post-synth tally of flip-flops with integrated enable: 0
  – Portion of the post-synthesis area used by sequential elements: 0.214

Status
  – Error that ended the run: [ERROR GRT-0116] Global routing finished with congestion. Check the congestion regions in the DRC Viewer.
  – Outcome: stopped before the end
  – Stopped at: 5_1_grt

Clock tree
  – Number of hold-repair buffers added at the cts stage: 0
  – Clock root buffer: clkbuf_16
  – H-tree levels: 3
  – Post-CTS Setup Inserts: 0
  – Number of buffers added by the clock tree synthesis step: 73
  – Post-cts sizing count: 0
  – Clock Sink Count: 597
  – Maximum count of clock buffers along a single path: 3

Die
  – Standard-cell row count: 152
  – Top-Level Pins: 8
  – Height of the die: 420 microns
  – Die Span X: 420 microns
  – Initial core utilization: 0.405

Global routing
  – Leftover overflow at the end of global routing: 17,700
  – Via count of the first global-routing pass: 117,000
  – Largest net degree at the start of global routing: 179
  – GRT Overall Usage: 1.05
  – Global-route wire length before repair: 1,210,000 microns
metal layers:
| layer | GRT overflow | GRT usage |
|---|---|---|
| met4 | 2375 | 1.01 |
| met3 | 2554 | 0.939 |
| met5 | 195 | 0.830 |
| met2 | 9842 | 1.24 |
| met1 | 2731 | 0.988 |
kinds of logic after synthesis:
kind of cell | count (synthesis)
AND-OR/OR-AND | 3791
XOR/XNOR | 69
adder cells (fa/ha/maj) | 106
buffers and inverters | 1339
flip-flops | 597
multiplexers | 410
AND/OR/NAND/NOR | 3584
stage by stage:
step                      cell area, sq um  hold WS, ps  power, mW
after detailed placement             78400          456       12.3
after CTS                            80900          468       12.6
after floorplan                      69800          430       6.42
after global placement               78400          451       12.4
Power and IR drop assume default switching activity.
