File: ./design.v
module CLK_1_MODULE (
    clk,
    rst_n,
    in_valid,
    seed_in,
    out_idle,
    out_valid,
    seed_out,
    clk1_handshake_flag1,
    clk1_handshake_flag2,
    clk1_handshake_flag3,
    clk1_handshake_flag4
);
input clk;
input rst_n;
input in_valid;
input [31:0] seed_in;
input out_idle;
output reg out_valid;
output reg [31:0] seed_out;
input clk1_handshake_flag1;
input clk1_handshake_flag2;
output clk1_handshake_flag3;
output clk1_handshake_flag4;
reg in_valid_d;
reg [31:0] seed_reg;
always @(posedge clk or negedge rst_n) begin
    if (!rst_n) begin
        in_valid_d <= 0;
    end
    else in_valid_d <= in_valid;
end
always @(posedge clk or negedge rst_n) begin
    if (!rst_n) begin
        seed_reg <= 0;
    end
    else if (in_valid && !in_valid_d) begin
        seed_reg <= seed_in;
    end
end
always @(posedge clk or negedge rst_n) begin
    if (!rst_n) begin
        seed_out <= 0;
    end
    else if (in_valid && out_idle) begin
        seed_out <= seed_in;
    end
    else seed_out <= seed_out;
end
always @(posedge clk or negedge rst_n) begin
    if (!rst_n) begin
        out_valid <= 0;
    end
    else if (in_valid) begin
        out_valid <= 1;
    end
    else out_valid <= 0;
end
endmodule
module CLK_2_MODULE (
    clk,
    rst_n,
    in_valid,
    fifo_full,
    seed,
    out_valid,
    rand_num,
    busy,
    handshake_clk2_flag1,
    handshake_clk2_flag2,
    handshake_clk2_flag3,
    handshake_clk2_flag4,
    clk2_fifo_flag1,
    clk2_fifo_flag2,
    clk2_fifo_flag3,
    clk2_fifo_flag4
);
input clk;
input rst_n;
input in_valid;
input fifo_full;
input [31:0] seed;
output reg out_valid;
output reg [31:0] rand_num;
output reg busy;
input handshake_clk2_flag1;
input handshake_clk2_flag2;
output handshake_clk2_flag3;
output handshake_clk2_flag4;
input clk2_fifo_flag1;
input clk2_fifo_flag2;
output clk2_fifo_flag3;
output clk2_fifo_flag4;
reg  [31:0] result_seed ;
reg flag_c2 ;
reg [8:0] counter_flag;
reg[1:0] c_s, n_s;
parameter S0_IDLE = 2'd0;
parameter S1_IN   = 2'd1;
parameter S2_OUT  = 2'd2;
always @(posedge clk or negedge rst_n)begin
    if (!rst_n)
        c_s <= S0_IDLE;
    else
        c_s <= n_s;
end
always @(*)begin
      case (c_s)
          S0_IDLE:
            begin
                if (in_valid)
                    n_s = S1_IN;
                else
                    n_s = S0_IDLE;
            end
          S1_IN:
            begin
                if (flag_c2)
                    n_s = S2_OUT;
                else
                    n_s = S1_IN;
            end
          S2_OUT:
            begin
                if (counter_flag == 256)
                    n_s = S0_IDLE;
                else
                    n_s = S2_OUT;
            end
          default:
              n_s = S0_IDLE;
      endcase
end
always @(*) busy = flag_c2;
always @(*) rand_num = 
    (result_seed ^ (result_seed << 13) ^ ((result_seed ^ (result_seed << 13)) >> 17)) ^ 
    ((result_seed ^ (result_seed << 13) ^ ((result_seed ^ (result_seed << 13)) >> 17)) << 5);
always @(*)out_valid = (flag_c2 && !fifo_full) ? 1 : 0 ;
always @(posedge clk or negedge rst_n) begin
    if (!rst_n) counter_flag <= 0;
    else if (counter_flag == 256) counter_flag <= 0;
    else if (out_valid) counter_flag <= counter_flag + 1;
    else counter_flag <= counter_flag;
end
always @ (posedge clk or negedge rst_n) begin 
	if (!rst_n) flag_c2 <= 0 ; 
    else if (in_valid) flag_c2 <= 1 ;
    else if (counter_flag[8]) flag_c2 <= 0;
    else flag_c2 <= flag_c2;
end
always @ (posedge clk or negedge rst_n) begin 
	if (!rst_n) result_seed <= 0 ;
    else if (c_s == S0_IDLE && n_s == S1_IN && in_valid) result_seed <= seed ;
    else if (n_s == S2_OUT && !fifo_full) result_seed <= rand_num ;
    else result_seed <= result_seed ;
end
endmodule
module CLK_3_MODULE (
    clk,
    rst_n,
    fifo_empty,
    fifo_rdata,
    fifo_rinc,
    out_valid,
    rand_num,
    fifo_clk3_flag1,
    fifo_clk3_flag2,
    fifo_clk3_flag3,
    fifo_clk3_flag4
);
input clk;
input rst_n;
input fifo_empty;
input [31:0] fifo_rdata;
output reg fifo_rinc;
output reg out_valid;
output reg [31:0] rand_num;
input fifo_clk3_flag1;
input fifo_clk3_flag2;
input fifo_clk3_flag3;
output fifo_clk3_flag4;
reg [8:0] counter_c3 ;
reg c_s, n_s;
parameter S0_IDLE = 0;
parameter S1_OUT = 1;
always @(posedge clk or negedge rst_n)begin
    if (!rst_n)
        c_s <= S0_IDLE;
    else
        c_s <= n_s;
end
always @(*)begin
      case (c_s)
          S0_IDLE:
            begin
                if (fifo_clk3_flag3)
                    n_s = S1_OUT;
                else
                    n_s = S0_IDLE;
            end
          S1_OUT:
            begin
                if (!fifo_clk3_flag3)
                    n_s = S0_IDLE;
                else
                    n_s = S1_OUT;
            end
          default:
              n_s = S0_IDLE;
      endcase
end
always @(*) begin
    fifo_rinc = !fifo_empty;
end
always @ (posedge clk or negedge rst_n) begin 
	if (!rst_n) counter_c3 <= 0 ; 
    else if (n_s == S1_OUT && !counter_c3[8]) counter_c3 <= counter_c3 + 1 ;
    else counter_c3 <= 0 ;
end
always @ (posedge clk or negedge rst_n) begin 
	if (!rst_n) out_valid <= 0 ; 
    else if (n_s == S1_OUT && !counter_c3[8]) out_valid <= 1 ;
    else out_valid <= 0 ;
end
always @ (posedge clk or negedge rst_n) begin 
	if (!rst_n) rand_num <= 0 ; 
    else if (n_s == S1_OUT && !counter_c3[8]) rand_num <= fifo_rdata ;
    else rand_num <= 0 ;
end
endmodule
File: ./run.sh
#!/bin/bash
# OpenROAD 26Q1-2900-gdf79404cd8, Yosys 0.63+post, stock flow scripts
make -C /OpenROAD-flow-scripts/flow DESIGN_CONFIG=/design/flow/config.mk WORK_HOME=/design/flow/orfs finish
File: ./config.mk
export PLATFORM = sky130hd
export DESIGN_NAME = CLK_1_MODULE
export DESIGN_NICKNAME = CLK_1_MODULE
export VERILOG_FILES = /design/flow/design.v
export SDC_FILE = /design/flow/constraint.sdc
export NUM_CORES = 4
export LEC_CHECK = 1
export CORE_AREA = 10 10 95 95
export DIE_AREA = 0 0 105 105
File: ./constraint.sdc
current_design CLK_1_MODULE

set clk_period 1.0
set clk_io_pct 0.2

create_clock -name clk0 -period $clk_period [get_ports {clk}]

set non_clock_inputs [all_inputs -no_clocks]
set_input_delay [expr $clk_period * $clk_io_pct] -clock clk0 $non_clock_inputs
set_output_delay [expr $clk_period * $clk_io_pct] -clock clk0 [all_outputs]
==> GITHUB_STEP_SUMMARY <==
## Synthesis and layout report

| Metric | Value |
|---|---|
| Outcome | `finished with violations` |
| Failing checks | `hold timing` |
| Skew final | `0 ps` |
| Hold WS | `-133 ps` |
| GR Overflow Total | `0` |
| Static Leak | `about 1.2 nW` |
| Master of the slowest instance on the critical path | `dfrtp_1` |
| Total die size | `0.0110 sq mm` |
| Largest stage delay on the critical path | `approximately 390 ps` |
| Tcrit/Tclk final | `approximately 100%` |
| Late-Pin Clk Latency | `~270 ps` |
| Core Box Area | `about 0.0069 sq mm` |
| Yosys cell count | `roughly 70` |
| Count of synthesis-stage warnings from yosys | `3` |
| Initial DRC Count | `15` |
| Share of post-route cells with drive strength above 1 | `59.5%` |
| Number of register bits inferred by synthesis | `33` |
| DRT Pass-1 Iters | `4` |
| Leading post-synthesis cells by instance count | `dfrtp_1, mux2_4, buf_12, buf_4, mux2_2` |
| Overall die width | `105 microns` |
| TritonCTS clock tree | `yes` |
| Signed area change from the synthesized netlist to the final layout | `67.9%` |
| Unique cell type count in the Yosys netlist | `7` |
| Clock slew at reported path FFs | `roughly 70 ps` |
| Std-Cell Rows | `30` |
| Total vias in the final route | `roughly 920` |
| Remaining antenna violation count | `0` |
| Layout Utilization | `approximately 34%` |
| IO buf count | `68` |
| Cell type with the largest total area after synthesis | `dfrtp_1` |
| Power per standard cell area | `about 1600 mW/mm^2` |
| I/O pins | `approximately 73` |
| Arrival time at the worst endpoint | `just under 800 ps` |
| Worst setup path class | `reg2out` |
| Unrepaired setup endpoints after global routing | `yes` |
| Vias per std cell | `around 3.4` |
| HPWL Detailed | `between 2000 and 3000 microns` |
| WP data required | `800 ps` |
| Highest Clock Rate | `just over 1000 MHz` |
| Sink count of the clock tree | `33` |
| Final Hold Vio Count | `33` |
| First-pass GRT wire length | `5780 microns` |
| Total wire length | `~3600 microns` |
| Inserted Diodes | `0` |
| Maximum clock insertion buffer count | `2` |
| H-tree level count | `2` |
| Pin count of the biggest net entering global routing | `34` |
| Yosys chip area | `~0.0014 sq mm` |
| Number of antenna violations at the first check in global routing | `0` |
| Main flop type after synthesis | `dfrtp_1` |
| Cell family with most CP delay | `flip-flops` |
| Worst Setup Start Kind | `flop` |
| GRT Total Usage | `between 6 and 7%` |
| Kind of capture point of the worst setup path | `output pin` |
| Buffer-and-inverter tally for the worst setup path | `1` |
| Chain of cells forming the critical path | `buf_2` |
| Vias in the first global route | `1,061` |
| Instance count of the mapped netlist | `roughly 72` |
| Initial cell density of the core | `approximately a fifth` |
| Die height | `between 100 and 150 microns` |
| Max-cap violation count | `0` |
| Class of the most critical hold timing path | `in2async` |
| Total number of warnings across the stage logs | `30` |
| Worst-path fanout max | `2` |
| Flip-flops with a built-in enable | `0` |
| Cell at the root of the clock tree | `clkbuf_8` |
| Remaining routing DRC violations | `0` |
| Yosys top cell area share | `59.5%` |
| Avg Inst Size Synth | `about 19 sq um` |
| Share of synthesized area occupied by flip-flops and latches | `between 50% and 60%` |
| Overall Power | `between 0.003 and 0.004 W` |
| Total of endpoints with negative setup slack in the final report | `0` |
| Final critical path time including I/O delays and setup | `a little under 1000 ps` |
| Peak supply drop | `between 0.6 and 0.7 mV` |
| Avg WL per Cell | `around 13 microns` |
| Final GP Congestion | `approximately 0.7` |
| Post-synthesis instance area | `roughly 0.0014 sq mm` |
| Main area contributors after synthesis | `dfrtp_1, mux2_4, buf_12` |
| TritonCTS buffer count | `5` |
| Max Slew Vio Count | `0` |
| Most instantiated library cell after synthesis | `dfrtp_1` |
| Async SR Flop Fraction | `100%` |
-- worst reg2reg max path: stages (launching register included) --
cell and delay (ps):
dfrtp_1 370, buf_4 130, buf_4 120, mux2_4 240
-- logic make-up after synthesis --
logic type	Yosys count	synth area share, %
buf+inv	5	5.41
simple gates	1	0.811
other cells	1	0.270
mux	32	34.1
flops	33	59.5
-- metal layers --
| layer | vias up | share of wire, % | global-route usage, % |
|---|---|---|---|
| met3 | 5 | 7.4 | 2.55 |
| met2 | 46 | 43 | 9.70 |
| li1 | 440 | - | - |
| met1 | 433 | 49 | 8.99 |
| met4 | 0 | 0.94 | 0.686 |
| met5 | - | 0 | 0 |
-- through the flow --
step           setup WS, ps  setup TNS [ps]  cell area, sq um  instances
3_3_place_gp           -414          -13080              2270        250
3_5_place_dp           -429          -13470              2270        250
2_1_floorplan           135               0              1390         73
6_report               14.9               0              2330        269
4_1_cts                1.04               0              2300        266
5_1_grt               -43.9            -362              2330        269
-- layout by cell type, fill, tap and decap left out, drive strengths merged --
cell type      synthesis  layout
conb                   1       2
clkbuf                 0       7
dfrtp                 33      33
dlygate4sd2            0       2
mux2                  32      32
buf                    5      63
clkdlybuf4s50          0      32
bufinv                 0       1
nand2                  1       1
-- final timing paths --
path	startpoint	end	slack (ps)	cells after the start
max	seed_out[23]	seed_out[23]	10	1
min	rst_n	seed_out[13]	-130	2
max reg2reg	seed_out[3]	seed_out[3]	30	3
min reg2reg	seed_out[21]	seed_out[21]	510	1
max in group asynchronous	rst_n	seed_out[6]	960	2
min in group clk0	in_valid	out_valid	220	1
-- flip-flops by register name (all words and copies together), names as in the netlist --
| name | count |
|---|---|
| seed_out | 32 |
| out_valid | 1 |
-- repair_timing --
| action | CTS | global route |
|---|---|---|
| hold endpoints to repair | 33 | 33 |
| gates resized | 103 | 2 |
| buffers inserted | 7 | 4 |
| cloned | 1 | 0 |
| endpoints found under the setup margin | 65 | 32 |
| pin swaps | 1 | 0 |
-- layout make-up --
class / instances / area, sq um
tap: 96 / 120
clock inverter: 1 / 30.0
timing repair buffer: 97 / 778
sequential: 33 / 826
multi-input combinational: 35 / 492
clock buffer: 7 / 86.3
fill: 694 / 4570
-- report_power, final --
group / internal (W) / leakage [nW] / switching [W]
registers: 0.00153 / 0.387 / 0.0000889
logic: 0.000696 / 0.721 / 0.000215
clock network: 0.000813 / 0.0585 / 0.000495
Power and IR drop assume default switching activity.
